$ cat config.mk
export PLATFORM = sky130hd
export DESIGN_NAME = ir
export DESIGN_NICKNAME = ir
export VERILOG_FILES = /design/flow/design.v
export SDC_FILE = /design/flow/constraint.sdc
export NUM_CORES = 4
export LEC_CHECK = 1
export CORE_AREA = 10 10 86 86
export DIE_AREA = 0 0 96 96
$ cat constraint.sdc
current_design ir

set clk_period 1.0
set clk_io_pct 0.2

create_clock -name clk0 -period $clk_period [get_ports {clk}]

set non_clock_inputs [all_inputs -no_clocks]
set_input_delay [expr $clk_period * $clk_io_pct] -clock clk0 $non_clock_inputs
set_output_delay [expr $clk_period * $clk_io_pct] -clock clk0 [all_outputs]
$ cat design.v
`timescale 1ns/100ps
module ir (clk, ir_load, read_data, instr);
  input         clk;
  input         ir_load;
  input  [31:0] read_data;
  output [31:0] instr;
  wire          clk;
  wire          ir_load;
  wire   [31:0] read_data;
  reg    [31:0] instr;
  initial
    instr <= 32'h00000000;
  always @(posedge clk)
    if (ir_load == 1'b1)
      instr <= read_data;
endmodule
$ cat run.sh
#!/bin/bash
# OpenROAD 26Q1-2900-gdf79404cd8, Yosys 0.63+post, stock flow scripts
make -C /OpenROAD-flow-scripts/flow DESIGN_CONFIG=/design/flow/config.mk WORK_HOME=/design/flow/orfs finish
==> reports/results.txt <==
Chip width - 96 microns
Warning count from the yosys run - 1
Max IR drop VDD - 0.561 mV
Worst Tran Pin Value - 221 ps
CTS max path bufs - 2
Top flop regs - instr (32)
Root buf cell - clkbuf_8
Clock sinks - 32
Post-DP HPWL - 2100 microns
Core Area - 5540 sq um
CP Class - flop to output port
CTS tree - done
RSZ-0062 raised after global routing - true
Synth Instances - 32
Post-route DRC violation count - 0
Final Power - 2.78 mW
Clock transition at the registers of the reported paths - 60 ps
Hold Slack - 419 ps
CP arrival - 770 ps
Area Growth Syn to Fin - 72.8%
Crit-path cells - buf_2
Pwr/cell area - 1670 nW/um^2
Post-DRT Antenna Nets - 0
# hold bufs at CTS - 0
Yosys cell count - 32
CTS buffer count - 5
Ant. Diodes - 0
H-tree depth - 2
Fin. Hold Viols - 0
Critical Path Source Type - flop
RD Place Congestion - 0.757
Ao+oa area frac - 0
Area reported by Yosys stat - 961 sq um
Mi-comb count - 0
Tcrit/Tclk final - 0.971
Pleak - 0.635 nW
Post-synthesis xor/xnor area fraction - 0
Status - completed
Setup-failing EPs final - 0
Wl on met1 - 990 microns
Detail Route met3 WL - 394 microns
Biggest register - instr
Max reg flops - 32
Die area - 9220 sq um
DRT iter0 DRCs - 15
Max capacitance violation total - 0
Die height - 96 microns
Starting Density - 0.173
Simple-Gate Fraction of Synth Area - 0
Slew HR - 0.852
Worst Hold Class - input port to flop
Pin count of the biggest net entering global routing - 21
Yosys reg bits - 32
Row count - 27
Max frequency - 1.03 GHz
Layout cells sized above 1 - 0.368
Crit-path leading delay family - flip-flops
Synthesized area - 961 sq um
Worst path slowest cell - edfxtp_1
Post-synth mux share - 0
Worst Path Max Fanout - 1
WL met2 - 1200 microns
Vias in the first global route - 675
Seq share, synth - 1.00
Final WL - 2620 microns
Grt ovf - 0
Buf/Inv on CP - 1
Synth cell types - 1
Drt via density - 3.27
Max layer used - met4
Buffers added on ports - 65
CP Data Required Time - 800 ps
Post-CTS setup buffer count - 0
Total I/O pin count - 66
DR vias - 582
First-pass GRT wire length - 3920 microns
GR Util All Layers - 0.0582
Post-layout minimum cycle time - 971 ps
Yosys adder share - 0
Mean Syn Cell Area - 30.0 sq um
Slowest stage delay, CP - 370 ps
DRT Pass-1 Iters - 3
Initial antenna violation count - 0
CP endpoint kind - output port
Routed WL per cell - 14.7 microns
Log Warnings - 27
Logic area - 0 sq um
Final Max-Slew Violation Tally - 0
[where the power goes]
part / total [mW] / internal (mW) / switching, mW
logic: 0.251 / 0.187 / 0.0632
registers: 1.61 / 1.59 / 0.0212
clock network: 0.912 / 0.459 / 0.453
total: 2.78 / 2.24 / 0.538
[final timing paths]
| path | startpoint | to | slack, ps | cells after the start |
|---|---|---|---|---|
| hold / removal | ir_load | instr[7]$_DFFE_PP_ | 420 | 2 |
| setup / recovery | instr[23]$_DFFE_PP_ | instr[23] | 30 | 1 |
[stage by stage]
stage / setup WS (ps) / util / instances / area (sq um) / setup TNS (ps)
final: 28.5 / 0.300 / 178 / 1660 / 0
after global routing: -31.5 / 0.300 / 178 / 1660 / -237
after CTS: -0.373 / 0.299 / 178 / 1660 / -0.373
after detailed placement: -293 / 0.314 / 171 / 1740 / -8890
after global placement: -276 / 0.314 / 171 / 1740 / -8360
after floorplan: 501 / - / 32 / 961 / 0
[kinds of logic (layout without fill, tap and decap cells)]
kind of cell | count (synthesis) | after routing
flops | 32 | 32
buf+inv | 0 | 74
[final cells by class]
cell class / instances / area, sq um
Sequential cell: 32 / 961
Clock inverter: 2 / 7.51
Timing Repair Buffer: 67 / 533
Clock buffer: 5 / 68.8
Fill cell: 569 / 3880
Tap cell: 72 / 90.1
[layout by cell type (no fill, tap or decap)]
master / n
buf_2: 32
dlymetal6s2s_1: 1
edfxtp_1: 32
buf_12: 2
clkinv_1: 2
clkbuf_8: 5
clkdlybuf4s50_1: 32
[synth_stat cells, drive strengths merged]
cell type | n | share of area
edfxtp | 32 | 1.0
[repair_timing]
action	4_1_cts	5_1_grt
cloned	0	0
hold endpoints to repair	0	0
gates resized	99	1
setup endpoints to repair	32	29
[per-layer routing]
metal | GRT usage | vias to the layer above
li1 | - | 275
met5 | 0 | -
met1 | 0.0669 | 264
met2 | 0.0869 | 38
met3 | 0.0448 | 5
met4 | 0.00860 | 0
Power is estimated from default activity; no workload was simulated.
