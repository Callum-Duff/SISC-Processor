`flow/config.mk`:
```
export PLATFORM = sky130hd
export DESIGN_NAME = mux32
export DESIGN_NICKNAME = mux32
export VERILOG_FILES = /design/flow/design.v
export SDC_FILE = /design/flow/constraint.sdc
export NUM_CORES = 4
export LEC_CHECK = 1
export CORE_AREA = 10 10 70 70
export DIE_AREA = 0 0 80 80
```
`flow/constraint.sdc`:
```
current_design mux32

set clk_period 1.0
set clk_io_pct 0.2

create_clock -name clk0 -period $clk_period

set non_clock_inputs [all_inputs -no_clocks]
set_input_delay [expr $clk_period * $clk_io_pct] -clock clk0 $non_clock_inputs
set_output_delay [expr $clk_period * $clk_io_pct] -clock clk0 [all_outputs]
```
`flow/design.v`:
```
`timescale 1ns/100ps
module mux32 (in_a, in_b, sel, out);
  input  [31:0] in_a;
  input  [31:0] in_b;
  input         sel;
  output [31:0] out;
  reg   [31:0] outreg;
  always @ (in_a, in_b, sel)
  begin
    if (sel == 1'b0)
      outreg = in_a;
    else
      outreg = in_b;
  end
  assign out = outreg;
endmodule
```
`flow/run.sh`:
```
#!/bin/bash
# OpenROAD 26Q1-2900-gdf79404cd8, Yosys 0.63+post, stock flow scripts
make -C /OpenROAD-flow-scripts/flow DESIGN_CONFIG=/design/flow/config.mk WORK_HOME=/design/flow/orfs finish
```
==> results_slide.txt <==
Implementation Results

Die
  • Core area: 3420 um2
  • Pre-Place Util: 15.9%
  • I/O pins: 97
  • Die Area: between 6000 and 7000 um2
  • Die W: 80 um
  • Die Y: around 80 um
  • # rows: 21

Logic synthesis
  • Top-count cell post-synth: mux2_4
  • Synthesized area per cell: 15.1 um2
  • Yosys Warn Count: 1
  • Seq share, synth: 0%
  • Synthesized instance count: 36
  • Total cells reported by yosys after synthesis: 36
  • Top cells, area: mux2_4 (83%), buf_12 (11%), mux2_2 (4.1%), buf_6 (2.1%)
  • Synth area leader: mux2_4
  • Unique masters post-synth: 4
  • Most common library cells after synthesis: mux2_4 (30), buf_12 (3), mux2_2 (2)
  • Syn Std Cell Area: about 540 um2
  • Summed standard-cell area reported by yosys: 544 um2
  • Post-synth top area share: 82.8%

Power
  • LEAKAGE: just under 1 nW
  • Max VDD drop: 0.173 mV
  • Pwr Density: roughly 400 nW/um2
  • Power Total: 660 uW

Setup path
  • Critical Path RT: 0.80 ns
  • Slowest cell on crit path: mux2_4
  • Startpoint Class: input pin
  • Critical path fanouts, max: 7
  • Buffer and inverter count on the worst path: 4
  • Critical-path cell list: buf_12 > buf_12 > buf_8 > mux2_4 > buf_6
  • Slowest stage delay, CP: around 0.3 ns
  • Largest delay contributor family on the critical path: buffers and inverters
  • Critical path type: in2out
  • Crit path capture type: output port
  • Cell repeated most along the worst path: buf_12
  • Crit path launch: sel
  • Arr. time, crit path: 0.98 ns

Final timing
  • Setup TNS Final: -5.03 ns
  • Max frequency: 851 MHz
  • Tightest Pin Transition: 0.0611 ns
  • RSZ-0062 raised after global routing: yes
  • Hold WS: 0.694 ns
  • Final setup margin: -0.175 ns
  • Final min period: between 1 and 1.5 ns
  • Final Hold Vio Count: 0
  • Final Cycle Share: 118%
  • Slew Viols, Final: 0
  • Finish-stage setup viols: 32
  • Max_slew headroom: 95.9%

Global route
  • Largest net degree at the start of global routing: 8
  • First-pass GRT wire length: 4.15 mm
  • Grt ovf: 0
  • Number of global-route vias before repair: 824
  • Tot GR Track Use: 7.87%
  • Initial antenna violation count: 0

Final layout
  • Area grow syn2layout: 212%
  • Share of cells above drive strength 1: approximately 56%
  • Clock buffer cells: 0
  • Flops: 0
  • Register area: 0 um2
  • Finished Layout Cells: 192
  • Fillcell total: 327
  • Area of the multi-input gates: 480 um2

Min path
  • Hold Path Origin: in_a[24]
  • Hold WC Path Type: in2out

Run status
  • Failing checks: setup timing
  • Status: finished, violations left

Placed design
  • Gp weighted congestion: 0.760
  • Dpl cells: 177
  • IO Port Bufs: slightly below 100
  • Worst slack, placed: -0.497 ns
  • Detailed Place HPWL: ~2.4 mm

Route
  • Routed vias/inst: 3.80
  • Drt initial violations: 4
  • Post-DRT Antenna Nets: 0
  • Remaining DRCs: 0
  • Final WL: 2.85 mm
  • WL per Instance: 14.8 um
  • DRT Pass-1 Iters: 2
  • Vias: 730
  • Diode count: 0

Flow run
  • Max Cap Viol: 0
  • Count of tool warnings: 34

Clock tree
  • Cts hold-fix bufs: 0
through the flow:
stage,util (%),area [um2]
3_3_place_gp,45.0,1540
5_1_grt,49.7,1700
4_1_cts,47.0,1610
2_1_floorplan,-,544
3_5_place_dp,45.0,1540
6_report,49.7,1700
cells by family (layout without fill, tap and decap cells):
family | after synthesis | after routing | share of synthesized area [%]
buffers and inverters | 4 | 114 | 13.1
muxes | 32 | 32 | 86.9
worst min-delay path, cell delays in order:
cell            delay, ns
dlymetal6s2s_1       0.08
mux2_4               0.13
buf_2                0.08
path summary, 6_finish.rpt:
| kind | endpoint | cells past startpoint |
|---|---|---|
| worst max-delay path | out[31] | 5 |
| worst min-delay path | out[24] | 3 |
cell type report:
| cell class | instances | area share (%) |
|---|---|---|
| well taps | 46 | 3.39 |
| multi-input cells | 32 | 28.3 |
| repair buffers | 114 | 68.3 |
report_power, final:
group          leakage [nW]  total, mW  switching, mW  internal (mW)
sequential                0          0              0              0
clock                     0          0              0              0
combinational         0.990      0.660          0.141          0.519
total                 0.990      0.660          0.141          0.519
per-layer routing:
layer,track usage [%],vias up,share of wire (%)
met1,8.97,317,40
met2,14.3,51,49
met3,3.07,0,11
met5,0,-,0
met4,0,0,0
li1,-,362,-
timing repair:
item                       in CTS  in global routing
gates cloned                    1                  0
setup endpoints to repair      32                 32
resized                       170                 23
setup buffers                  14                  0
placed cells by master (no fill, tap or decap), drive strengths merged:
cell type,count
buf,50
dlygate4sd2,40
mux2,32
dlymetal6s2s,14
clkdlybuf4s50,10
Power and IR drop assume default switching activity.
