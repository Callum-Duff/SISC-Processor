==> ./design.v <==
`timescale 1ns/100ps
module rf (clk, read_rega, read_regb, write_reg, write_data, rf_we, rsa, rsb);
  input  clk;
  input  [3:0]  read_rega;
  input  [3:0]  read_regb;
  input  [3:0]  write_reg;
  input  [31:0] write_data;
  input  rf_we;
  output [31:0] rsa;
  output [31:0] rsb;
  reg    [31:0] ram_array [15:0];
  reg    [31:0] rsa;
  reg    [31:0] rsb;
  integer i; 
  initial
  begin
     for (i = 0; i < 16; i = i + 1) begin
       ram_array[i] <= 32'H00000000;
     end
  end
  always @(posedge clk)
  begin
    if (read_rega == 4'H0)
      rsa <= 32'H00000000;
    else
      rsa <= ram_array[read_rega];
  end
  always @(posedge clk)
  begin
    if (read_regb == 4'H0)
      rsb <= 32'H00000000;
    else    
      rsb <= ram_array[read_regb];
  end
  always @(posedge clk)
  begin
    if (rf_we == 1'b1)
      ram_array[write_reg] <= write_data;
  end
endmodule
==> ./run.sh <==
#!/bin/bash
# OpenROAD 26Q1-2900-gdf79404cd8, Yosys 0.63+post, stock flow scripts
make -C /OpenROAD-flow-scripts/flow DESIGN_CONFIG=/design/flow/config.mk WORK_HOME=/design/flow/orfs finish
==> ./config.mk <==
export PLATFORM = sky130hd
export DESIGN_NAME = rf
export DESIGN_NICKNAME = rf
export VERILOG_FILES = /design/flow/design.v
export SDC_FILE = /design/flow/constraint.sdc
export NUM_CORES = 4
export LEC_CHECK = 1
export CORE_UTILIZATION = 50
==> ./constraint.sdc <==
current_design rf

set clk_period 5.9
set clk_io_pct 0.2

create_clock -name clk0 -period $clk_period [get_ports {clk}]

set non_clock_inputs [all_inputs -no_clocks]
set_input_delay [expr $clk_period * $clk_io_pct] -clock clk0 $non_clock_inputs
set_output_delay [expr $clk_period * $clk_io_pct] -clock clk0 [all_outputs]
==> results.toml <==
# yosys + openroad results
[logic_synthesis]
top_area_share_pct = 61.9
yosysTopAreaCell = "edfxtp_1"
ff_type = "edfxtp_1"
ys_cells = 1044
yosysWarnings = 1
ys_seq_share_pct = 67.3
synth-edff-count = 481
synth_chip_area_um2 = 23300
synth_area_um2 = 23300
ys_types = 26
numSynthFlops = 545
area_leaders = "edfxtp_1 (62%), mux4_2 (25%), dfxtp_1 (5.5%)"
synthArstFlopShare_pct = 0
synth_area_per_cell_um2 = 22.4
netlist_instances = 1044

[final_timing]
worst_slack_ps = 2790
finalHoldViolCount = 0
setup_violations = 0
maxSlewHeadroom_pct = 47.0
fmax_ghz = 0.321
post-route-min-period_ps = 3110
min_period_over_period_pct = 52.8
fin_tns_setup_ps = 0
drv_slew = 0
fin_skew_ps = 16.8
worstMarginPinSlew_ps = 795
rsz0062_at_grt = "no"

[routing]
viasPerCell = 6.45
dr_total_vias = 11700
drc = 0
firstDrtPassIters = 4
avgRoutedWirePerCell_um = 31.7
drt_iter0_drc = 562
ant_nets = 0
routed_wl_um = 57500

[setup_path]
cp.arrival_ps = 3390
crit_type = "in2reg"
cp_data_required_time_ps = 6170
worstPathMaxFanout = 17
start_kind = "input pin"
end_kind = "flop"

[floorplan]
die_w_um = 218
fp_util_pct = 51.1
io_pins = 110
rows = 78
coreArea_um2 = 45700
dieHeight_um = 218
dieArea_um2 = 47600

[place]
gp_congestion = 0.828
dp_hpwl_um = 32100
port_buffers = 109
dpl_cell_area_um2 = 25200
post-place-cells = 1709
pre_cts_slack_ps = 2190

[global_route]
gr-usage-all-layers_pct = 28.6
grt_overflow = 0
grt_pass1_wl_um = 85400
antenna_found_initial = 3
grt_pass1_vias = 13400
grt_start_max_net_pins = 54

[clock_network]
worstSkewPairLatency_ps = 610
cts_tree = "built"
clk_pin_slew_ps = 60
cts_root_buffer = "clkbuf_16"
hold_buffers = 0
cts_buffers = 56
numClockSinks = 545
post_cts_resized = 0
cts.htree.levels = 2
post_cts_buffers = 0
ctsLongestPathBuffers = 3

[final_layout]
instances_no_fill = 1815
fillers = 3211
drive_gt1_share_pct = 34.7
stdcell_area_um2 = 27000
post-route-util_pct = 59.1
area_delta_synth_final_pct = 15.5

[hold_path]
hold_class = "reg2reg"

[power]
p_per_area_nw_per_um2 = 317
p_leak_nw = 8.64
peakVddDrop_v = 0.000228

[run]
cap_violations = 0
tool_warnings = 25

[run_status]
status = "finished, final reports clean"
## per-stage QoR
stage / hold WS (ps) / total power, W
floorplan: 636 / 0.00482
global placement: 704 / 0.00515
detailed placement: 701 / 0.00515
CTS: 723 / 0.00863
global route: 752 / 0.00882
finish: 722 / 0.00854
## Yosys cell counts (2+ instances only)
library cell and instances:
mux2_2 24, a21oi_1 4, mux4_2 254, a22o_1 62
dfxtp_1 64, buf_6 12, nand3b_1 2, buf_2 17
nand2b_1 3, nor2b_1 2, edfxtp_1 481, nor3_1 4
buf_4 4, mux2_1 39, nor2_1 13, mux2i_1 2
clkbuf_1 33, buf_1 14, nand3_1 3
## state kept, by name, indices dropped and copies added (netlist names)
| name | count |
|---|---|
| rsa | 32 |
| rsb | 32 |
| ram_array | 481 |
## cells in the final DEF, fill, tap and decap left out, types with 8 or more instances in the layout
cell / count
clkbuf_16: 57
a22o_1: 62
clkinv_1: 8
edfxtp_1: 481
mux2_2: 24
clkinv_2: 11
mux4_2: 254
nor2_4: 12
clkbuf_8: 11
buf_4: 36
mux2_1: 39
dfxtp_1: 64
clkdlybuf4s50_1: 101
clkbuf_1: 14
## path summary, 6_finish.rpt
kind | startpoint | to | slack [ps] | cells after the start
max | write_reg[3] | ram_array[6][30] | 2790 | 4
max reg2reg | ram_array[6][21] | rsa[21] | 4330 | 2
min | ram_array[1][8] | rsa[8] | 720 | 2
min reg2reg | ram_array[1][8] | rsa[8] | 720 | 2
## cell families after synthesis
| kind of cell | count (synthesis) | synth area share (%) |
|---|---|---|
| and+or+nand+nor | 30 | 0.648 |
| DFF | 545 | 67.3 |
| muxes | 319 | 27.6 |
| buffers and inverters | 80 | 1.83 |
| AOI/OAI and AO/OA | 70 | 2.55 |
## worst max-delay path, cell delays in order
cell and delay (ps):
clkdlybuf4s50_1 450, nand3b_1 510, nor2_4 790, buf_4 440
## area by class of cell
type / instances / area (µm²) / share of cell area (%)
antenna: 3 / 7.51 / 0.0278
clock buffer: 80 / 1600 / 5.94
clock inverter: 23 / 205 / 0.761
multi-input combinational: 419 / 7320 / 27.1
sequential: 545 / 15700 / 58.3
tap: 600 / 751 / 2.78
timing repair buffer: 145 / 1370 / 5.07
## power breakdown
| group | switching [W] | internal (W) |
|---|---|---|
| Combinational | 0.000318 | 0.000378 |
| Sequential | 0.0000451 | 0.00432 |
| Clock | 0.00143 | 0.00205 |
## per-layer routing
layer	track usage, %	wire length [µm]	vias to the layer above
li1	-	-	4841
met1	40.4	19500	6033
met2	41.2	28000	732
met3	18.7	8380	101
met4	5.90	1480	2
met5	0.938	62	-
Power and IR drop assume default switching activity.
